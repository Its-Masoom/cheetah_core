==> design.v <==
module second_register (
    input               clk ,rst, FlushE, reg_wr, sel_A, sel_B,
    input  logic [1:0]  wb_sel,
    input  logic [2:0]  funct3,
    input  logic [4:0]  waddr, alu_op, raddr1, raddr2, 
    input  logic [6:0]  instr_opcode,
    input  logic [31:0] AddrD, rdata1, rdata2, ImmExtD,
    output logic        reg_wrE, sel_AE, sel_BE,
    output logic [1:0]  wb_selE,
    output logic [2:0]  funct3E,
    output logic [4:0]  waddrE, alu_opE, raddr1E, raddr2E, 
    output logic [6:0]  instr_opcodeE,
    output logic [31:0] AddrE, rdata1E, rdata2E, ImmExtE
);
    always_ff @( posedge clk ) begin 
        if(rst) begin
            AddrE         <= 32'b0;
            waddrE        <= 5'b0;
            rdata1E       <= 32'b0;
            rdata2E       <= 32'b0;
            ImmExtE       <= 32'b0;
            reg_wrE       <= 1'b0;
            sel_AE        <= 1'b0;
            sel_BE        <= 1'b0;
            wb_selE       <= 2'b0;
            funct3E       <= 3'b0;
            alu_opE       <= 5'b0;
            instr_opcodeE <= 7'b0;
            raddr1E       <= 5'b0;
            raddr2E       <= 5'b0;
        end
        else if (FlushE) begin
            waddrE        <= 32'h00000013;
            rdata1E       <= 32'h00000013;
            rdata2E       <= 32'h00000013;
            ImmExtE       <= 32'h00000013;
            reg_wrE       <= 32'h00000013;
            sel_AE        <= 32'h00000013;
            sel_BE        <= 32'h00000013;
            wb_selE       <= 32'h00000013;
            funct3E       <= 32'h00000013;
            alu_opE       <= 32'h00000013;
            instr_opcodeE <= 32'h00000013;
            raddr1E       <= 32'h00000013;
            raddr2E       <= 32'h00000013;
        end
        else begin
            AddrE         <= AddrD;
            waddrE        <= waddr;
            rdata1E       <= rdata1;            
            rdata2E       <= rdata2;
            ImmExtE       <= ImmExtD;
            reg_wrE       <= reg_wr; 
            sel_AE        <= sel_A;
            sel_BE        <= sel_B;  
            wb_selE       <= wb_sel; 
            funct3E       <= funct3;
            alu_opE       <= alu_op; 
            instr_opcodeE <= instr_opcode;  
            raddr1E       <= raddr1;
            raddr2E       <= raddr2;     
        end
    end
endmodule
==> run.sh <==
#!/bin/bash
# OpenROAD 26Q1-2900-gdf79404cd8, Yosys 0.63+post, stock flow scripts
make -C /OpenROAD-flow-scripts/flow DESIGN_CONFIG=/design/flow/config.mk WORK_HOME=/design/flow/orfs finish
==> config.mk <==
export PLATFORM = sky130hd
export DESIGN_NAME = second_register
export DESIGN_NICKNAME = second_register
export VERILOG_FILES = /design/flow/design.v
export SDC_FILE = /design/flow/constraint.sdc
export NUM_CORES = 4
export LEC_CHECK = 1
export CORE_AREA = 10 10 224 224
export DIE_AREA = 0 0 234 234
==> constraint.sdc <==
current_design second_register

set clk_period 4.6
set clk_io_pct 0.2

create_clock -name clk0 -period $clk_period [get_ports {clk}]

set non_clock_inputs [all_inputs -no_clocks]
set_input_delay [expr $clk_period * $clk_io_pct] -clock clk0 $non_clock_inputs
set_output_delay [expr $clk_period * $clk_io_pct] -clock clk0 [all_outputs]
==> GITHUB_STEP_SUMMARY <==
## Synthesis and layout report

| Metric | Value |
|---|---|
| Run status | completed |
| Most numerous cell types in the synthesized netlist | sky130_fd_sc_hd__dfxtp_1, sky130_fd_sc_hd__and2_1, sky130_fd_sc_hd__nor2_1 |
| Fmax achieved | 437.6 MHz |
| CTS tree | built |
| Setup repair after global routing missed its margin | no |
| Number of synthesized register bits | ~160 |
| Post-synth top area cell | sky130_fd_sc_hd__dfxtp_1 |
| Vert. Die Dim | 234 µm |
| Leakage power total | 3.538 nW |
| Sum Neg Setup Slack | 0 ns |
| # placed instances | about 1300 |
| Gate count of the mapped netlist | 414 |
| Ratio of cells with drive above 1 in the final layout | 0.04914 |
| Floorplan-stage core utilization | 0.1044 |
| Power density over the cells | 363.4 mW/mm² |
| Count of nets left with antenna violations after detail routing | 0 |
| Sink count of the clock tree | 163 |
| Root buffer cell | sky130_fd_sc_hd__clkbuf_16 |
| Worst R2R End | AddrE[14]$_SDFFE_PP0N_ |
| Slowest CP cell | sky130_fd_sc_hd__clkdlybuf4s50_1 |
| Cell count listed in synth_stat.txt | 414 |
| Chip area estimate from yosys synthesis | 0.004727 mm² |
| Global route total overflow | 0 |
| Port Buffer Count | 328 |
| Routed via count divided by cell count | around 2.9 |
| Post-Syn Area | around 0.0047 mm² |
| Maximum vdd drop | between 0.3 and 0.4 mV |
| Top Family by Delay on Critical Path | buffers and inverters |
| Path type of the worst min-delay path | reg2reg |
| I/O pins | 329 |
| Number of rows created at floorplan | 78 |
| Routed WL | 18480 µm |
| Unique masters post-synth | 8 |
| Register area share after synthesis | 0.6903 |
| CTS Buf Count | 17 |
| Number of antenna violations at the first check in global routing | 3 |
| Tcrit/Tclk final | 0.4968 |
| Pins over their slew limit | 0 |
| Final critical path time including I/O delays and setup | 2.285 ns |
| Register-to-register path setup slack | between 3 and 4 ns |
| Hold violation count in the final report | 0 |
| Top_reg_cell synth | sky130_fd_sc_hd__dfxtp_1 |
| Average cell area after synthesis | roughly 11 µm² |
| Final worst clock skew | 0 ns |
| Crit start category | flop |
| Post-synth tally of flip-flops with integrated enable | 0 |
| CP max stage delay | 0.56 ns |
| Number of vias after detailed routing | around 3900 |
| Maximum level of the CTS H-tree | 4 |
| Area of the die | approximately 0.055 mm² |
| Endpoint class of the critical path | output port |
| Worst skew pair latency | 0.47 ns |
| Post-CTS Resized | 0 |
| Arrival time of data at the critical path endpoint | 1.37 ns |
| Area Overhead vs Synth | 95.31% |
| Total global routing track utilization | 0.06462 |
| Number of warning messages in the logs | 25 |
| Detailed placement HPWL | 14360 µm |
| Count of cells along the worst hold path | 2 |
| Number of global-route vias before repair | about 3900 |
| Top area cell types | sky130_fd_sc_hd__dfxtp_1, sky130_fd_sc_hd__and2_1, sky130_fd_sc_hd__nor2_1 |
| Count of max-cap constraint violations | 0 |
| Clk slew on worst S/H paths | 0.06 ns |
| Buffers inserted by post-CTS timing repair | 0 |
| Number of DRC violations after detailed routing | 0 |
| Horizontal extent of the die | 234 µm |
| Fill count | 4909 |
| Endpoints failing setup | 0 |
| Reg2reg path depth | 2 |
| FF-to-FF Start | AddrE[14]$_SDFFE_PP0N_ |
| Routability Congestion | around 0.77 |
| Worst EP required | 3.68 ns |
| Library cell with the highest instance count after synthesis | sky130_fd_sc_hd__dfxtp_1 |
| Critical path cell sequence | clkdlybuf4s50_1 |
| Count of hold-fix buffers inserted at cts | 0 |
| Routed length per instance | 13.65 µm |
| Max-slew headroom at the worst pin | 0.5242 |
| Top cell type's share of synthesized area | 0.6903 |
| Wire length of the first global-routing pass | 25930 µm |
| Count of placed standard cells in the final layout, fillers left out | 1354 |
| Fraction of registers with async set or reset after synthesis | 0 |
| End point of the most critical hold path | AddrE[12]$_SDFFE_PP0N_ |
| Largest net degree at the start of global routing | 70 |
| Hold wc startpoint | AddrE[12]$_SDFFE_PP0N_ |
| Floorplan Core Area | 0.04528 mm² |
| Number of search-and-repair iterations in the first detailed-routing pass | 3 |
| Critical Path Fanout Max | 2 |
| Clock tree buffer depth | 2 |
| CP Class | reg2out |
| Iter 0 DRT Violations | 93 |
| Worst Max-Slew Pin Slew | 0.7137 ns |
| Worst path bufs/invs | 1 |
| Warnings, synthesis | 1 |
[cells by family (layout without fill, tap and decap cells)]
kind of cell / after synthesis / after routing / synth area share
buffers and inverters: 24 / 363 / 0.03070
DFF: 163 / 163 / 0.6903
muxes: 32 / 32 / 0.06776
other: 0 / 1 / 0
and+or+nand+nor: 195 / 195 / 0.2112
[worst max path at each step]
stage                 slack (ns)  depth (start not counted)              startpoint          end
final                       2.31                          1  AddrE[13]$_SDFFE_PP0N_    AddrE[13]
after global routing        2.19                          1  rdata1E[22]$_SDFF_PP0_  rdata1E[22]
after CTS                   2.21                          1  AddrE[13]$_SDFFE_PP0N_    AddrE[13]
[layer usage]
metal | wire length [µm] | track usage | vias up
met5 | 7 | 0 | -
met4 | 459 | 0.01411 | 2
met3 | 3342 | 0.05182 | 25
met2 | 7427 | 0.08996 | 241
met1 | 7245 | 0.07618 | 1688
li1 | - | - | 1926
[sequential cells by signal, indices dropped and copies added (netlist names)]
register	cells
AddrE	32
ImmExtE	32
rdata1E	32
rdata2E	32
instr_opcodeE	7
alu_opE	5
raddr1E	5
raddr2E	5
waddrE	5
funct3E	3
wb_selE	2
reg_wrE	1
sel_AE	1
sel_BE	1
[cell type report]
type,instances,area [µm²],share of cell area
repair buffers,331,3298,0.3572
flip-flops and latches,163,3263,0.3534
clock inverters,12,142.6,0.01545
well taps,600,750.7,0.08131
clock buffers,20,456.7,0.04946
multi-input cells,227,1319,0.1428
diodes,1,2.502,0.0002710
[metrics by stage]
| step | power [mW] | hold WS [ns] | cell area [µm²] | worst slack [ns] | utilization |
|---|---|---|---|---|---|
| 2_1_floorplan | 1.601 | 0.4400 | 4727 | 3.033 | - |
| 3_3_place_gp | 1.908 | 0.4731 | 8631 | 2.147 | 0.1906 |
| 3_5_place_dp | 1.910 | 0.4821 | 8631 | 2.098 | 0.1906 |
| 4_1_cts | 3.443 | 0.4974 | 9230 | 2.214 | 0.2038 |
| 5_1_grt | 3.526 | 0.5210 | 9230 | 2.190 | 0.2038 |
| 6_report | 3.355 | 0.4928 | 9233 | 2.315 | 0.2039 |
[worst min-delay path, delay by kind of cell (launching register included)]
kind	cells	cell delay (ns)
DFF	1	0.32
muxes	1	0.07
and+or+nand+nor	1	0.07
[power by group]
part           internal (mW)  switching [mW]
Sequential              1.48          0.0205
Clock                  0.836           0.652
Combinational          0.270          0.0960
Total                   2.59           0.769
[cell usage in the layout (no fill, tap or decap)]
| cell type | count |
|---|---|
| sky130_fd_sc_hd__clkbuf_16 | 17 |
| sky130_fd_sc_hd__clkdlybuf4s50_1 | 326 |
| sky130_fd_sc_hd__nor2_1 | 94 |
| sky130_fd_sc_hd__clkinvlp_4 | 3 |
| sky130_fd_sc_hd__clkbuf_8 | 2 |
| sky130_fd_sc_hd__clkinv_2 | 1 |
| sky130_fd_sc_hd__clkinv_4 | 1 |
| sky130_fd_sc_hd__nor2_8 | 1 |
| sky130_fd_sc_hd__buf_2 | 1 |
| sky130_fd_sc_hd__buf_4 | 4 |
| sky130_fd_sc_hd__inv_6 | 4 |
| sky130_fd_sc_hd__dfxtp_1 | 163 |
| sky130_fd_sc_hd__mux2i_1 | 32 |
| sky130_fd_sc_hd__bufinv_16 | 2 |
| sky130_fd_sc_hd__diode_2 | 1 |
| sky130_fd_sc_hd__clkbuf_1 | 1 |
| sky130_fd_sc_hd__inv_8 | 1 |
| sky130_fd_sc_hd__and2_1 | 100 |
No activity file was given, so power comes from the tool's default toggle rates.
