===== flow/run.sh =====
#!/bin/bash
# OpenROAD 26Q1-2900-gdf79404cd8, Yosys 0.63+post, stock flow scripts
make -C /OpenROAD-flow-scripts/flow DESIGN_CONFIG=/design/flow/config.mk WORK_HOME=/design/flow/orfs finish

===== flow/config.mk =====
export PLATFORM = sky130hd
export DESIGN_NAME = ALU
export DESIGN_NICKNAME = ALU
export VERILOG_FILES = /design/flow/design.v
export SDC_FILE = /design/flow/constraint.sdc
export NUM_CORES = 4
export LEC_CHECK = 1
export CORE_UTILIZATION = 50

===== flow/constraint.sdc =====
current_design ALU

set clk_period 11.4
set clk_io_pct 0.2

create_clock -name clk0 -period $clk_period

set non_clock_inputs [all_inputs -no_clocks]
set_input_delay [expr $clk_period * $clk_io_pct] -clock clk0 $non_clock_inputs
set_output_delay [expr $clk_period * $clk_io_pct] -clock clk0 [all_outputs]

===== flow/design.v =====
module ALU (
    input logic  [4:0]  alu_opE,
    input logic  [31:0] SrcA,SrcB,
    output logic [31:0] ALUResult
);
 always_comb begin
    case(alu_opE)
    5'b00000: ALUResult = SrcA + SrcB ;                              
    5'b00001: ALUResult = SrcA - SrcB ;                              
    5'b00010: ALUResult = SrcA << SrcB[4:0];                         
    5'b00011: ALUResult = ($signed(SrcA) < $signed(SrcB)) ? 1 : 0;   
    5'b00100: ALUResult = (SrcA < SrcB) ? 1 : 0;                     
    5'b00101: ALUResult = SrcA ^ SrcB;                               
    5'b00110: ALUResult = SrcA >> SrcB[4:0];                         
    5'b00111: ALUResult = $signed(SrcA) >>> SrcB[4:0];               
    5'b01000: ALUResult = SrcA | SrcB;                               
    5'b01001: ALUResult = SrcA & SrcB;                               
    5'b01010: ALUResult = SrcB;                                      
    default:  ALUResult = SrcA + SrcB;
    endcase
  end
endmodule

==> impl_metrics.yaml <==
# flow metrics
yosys:
  fa_ha_area_frac: 0.1382
  netlist_instances: 1277
  topCombFamilyByArea: "AND-OR/OR-AND gates"
  synth.distinct_cells: 90
  ys_sh_mux: 0.1934
  xor_area_frac: 0.01062
  avgSynthCellArea_um2: 7.104
  yosys_area_um2: 9071
  yosys_cells: 1277
  simple_gate_area_frac: 0.2033
  ys_sh_aoi: 0.3574
  post_synth_instance_area_um2: 9071
  ys_warn_count: 1
  ys_seq_frac: 0
final_timing:
  slew_headroom: 0.3705
  slew_violations: 0
  rsz0062_at_grt: "false"
  min_period_ns: 9.230
  tightest_slew_ns: 0.9418
  finalSetupTns_ns: 0
  final_hold_viol_count: 0
  finalClockPeriodUsage: 0.8097
  setup_viol: 0
  fmax_mhz: 108.3
grt:
  grt_pass1_vias: 9922
  grt_pass1_wl_um: 59550
  grt_antenna_before_repair: 0
  grt-ovfl-total: 0
  grtUsageTotal: 0.4418
  grt_max_degree: 58
die:
  die_area_um2: 18690
  coreArea_um2: 17480
  fp.dieW_um: 136.7
  ioPinCount: 101
  die_h_um: 136.7
  fp-row-count: 48
  fp_util: 0.5190
detailed_routing:
  num_vias: 10830
  drt-vias-per-instance: 7.094
  drt-initial-drc-count: 1226
  routed_wirelength_um: 39710
  antennaDiodeCount: 0
  avgRoutedWirePerCell_um: 26.02
  ant_nets: 0
  drcViolationCount: 0
  drt_pre_antenna_iters: 6
worst_hold_path:
  holdCritPathClass: "input pin to output port"
setup_path:
  critical_path_required_ns: 9.12
  slowest_delay_ns: 0.57
  path_cells: "clkdlybuf4s50_1, buf_4, inv_1, ha_1, inv_1, a21oi_1, o211ai_1, a21oi_2, o21ai_2, a2111oi_2, o41a_1, o21ai_1, a32oi_1, clkdlybuf4s50_1"
  crit_path_end_kind: "output port"
  crit_family: "AND-OR/OR-AND gates"
  cp_max_fo: 46
  path_buffers: 5
  arrival_ns: 6.95
  criticalPathCategory: "input pin to output port"
  cp_slowest_cell: "a2111oi_2"
  start_kind: "input pin"
final_layout:
  area_growth_syn_to_layout_pct: 10.79
  logic_area_um2: 8208
  nFillCells: 1668
  design_area_um2: 10050
  clock_buffers: 0
  regArea_um2: 0
  seq_cell_count: 0
  drive_gt1_frac: 0.08993
power_and_ir_drop:
  power_uw: 532.0
  p_leak_uw: 0.004087
  powerDensity_nw_per_um2: 52.94
  ir_drop_mv: 0.04214
placed_design:
  hpwl_um: 31020
  place_area_um2: 10050
  gp_congestion: 1.037
  io_buffers: 101
clock_tree:
  cts_resized: 0
  cts_post_setup_buffers_inserted: 0
  cts_hold_buf: 0
run:
  warning_count: 98
  cap_violations: 0
run_status:
  outcome: "completed"
==> power by group <==
part	internal (µW)	switching, µW
sequential	0	0
combinational	221	311
clock	0	0
total	221	311
==> synthesized netlist by cell type, types with 5 or more instances <==
master	number	area (µm²)
nor4_1	6	37.54
buf_4	13	97.59
o21a_1	5	37.54
o221ai_1	8	70.07
and2_1	7	43.79
nand3_1	31	155.2
mux4_1	5	131.4
nor2_1	147	551.8
a21o_1	23	172.7
o21ai_1	20	100.1
a31oi_1	6	37.54
a211o_1	8	70.07
o31ai_1	14	105.1
buf_1	12	45.04
xnor2_1	9	78.83
nand4_1	10	62.56
a221o_1	14	140.1
nand2b_1	14	87.58
ha_1	97	1214
inv_1	90	337.8
o21ai_0	68	340.3
o21bai_1	15	112.6
mux4_2	54	1216
a22o_1	5	43.79
nand2_1	101	379.1
nor3_1	38	190.2
o22ai_1	11	68.82
mux2i_1	35	350.3
a21oi_1	111	555.5
inv_2	9	33.78
a211oi_1	22	165.2
o211ai_1	36	270.3
buf_2	25	125.1
o2111ai_1	5	43.79
clkbuf_1	47	176.4
nor2b_1	11	68.82
a221oi_1	23	201.4
a22oi_1	15	112.6
or3_1	5	31.28
==> path summary, 6_finish.rpt <==
path	to	slack, ns	start	cells past startpoint
max	ALUResult[0]	2.17	SrcB[4]	14
min	ALUResult[27]	5.85	SrcB[27]	6
==> layout make-up <==
cell class | count | share of cell area
inverter | 99 | 0.03698
timing repair buffer | 126 | 0.1183
multi-input combinational | 1076 | 0.8167
tap | 225 | 0.02801
==> metal layers <==
metal  GRT usage  vias to the layer above  part of all wire
li1            -                     4913                 -
met1      0.6066                     5090              0.40
met2      0.6760                      707              0.44
met3      0.1054                      116              0.11
met4      0.1765                        0             0.050
met5           0                        -                 0
==> cell families (layout without fill, tap and decap cells) <==
kind of cell               after synthesis  after routing
AOI/OAI and AO/OA                      468            468
and+or+nand+nor                        399            399
buffers and inverters                  201            225
adders and majority gates               99             99
muxes                                   99             99
xor gates and xnor gates                11             11
==> tightest hold or removal path: cells and delay by family <==
kind | cells | cell delay [ns]
buffers and inverters | 2 | 0.97
AOI/OAI and AO/OA | 4 | 0.32
==> per-stage QoR <==
step	instances	hold slack [ns]	utilization	setup WS, ns
floorplan	1277	4.733	-	3.374
global route	1526	5.946	0.5750	1.920
global placement	1526	5.845	0.5750	2.289
detailed placement	1526	5.845	0.5750	2.301
CTS	1526	5.852	0.5750	2.283
finish	1526	5.852	0.5750	2.170
==> placed cells by master (no fill, tap or decap), drive strengths merged, types with 22 or more instances in the layout <==
cell / instances
a211oi: 22
a21o: 23
a21oi: 112
a221oi: 25
buf: 28
clkdlybuf4s50: 98
ha: 97
inv: 99
mux2i: 35
mux4: 59
nand2: 102
nand3: 31
nor2: 147
nor3: 38
o211ai: 36
o21ai: 89
No activity file was given, so power comes from the tool's default toggle rates.
