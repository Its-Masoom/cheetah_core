==> /design/flow/design.v <==
module Register_file (
     input logic         clk,rst,reg_wrW,
     input logic  [4:0]  raddr1,raddr2,waddrW,
     input logic  [31:0] wdata,
     output logic [31:0] rdata1,rdata2
);
    logic [31:0] register_file[31:0];
    always_comb begin
        rdata1 = (|raddr1) ? register_file[raddr1] : '0 ;
        rdata2 = (|raddr2) ? register_file[raddr2] : '0 ;
    end
  integer i;
  always_ff @(negedge clk) begin
    if (reg_wrW && (|waddrW)) begin
        register_file[waddrW] <= wdata;
    end
  end
endmodule
==> /design/flow/run.sh <==
#!/bin/bash
# OpenROAD 26Q1-2900-gdf79404cd8, Yosys 0.63+post, stock flow scripts
make -C /OpenROAD-flow-scripts/flow DESIGN_CONFIG=/design/flow/config.mk WORK_HOME=/design/flow/orfs finish
==> /design/flow/config.mk <==
export PLATFORM = sky130hd
export DESIGN_NAME = Register_file
export DESIGN_NICKNAME = Register_file
export VERILOG_FILES = /design/flow/design.v
export SDC_FILE = /design/flow/constraint.sdc
export NUM_CORES = 4
export LEC_CHECK = 1
export CORE_UTILIZATION = 50
==> /design/flow/constraint.sdc <==
current_design Register_file

set clk_period 7.0
set clk_io_pct 0.2

create_clock -name clk0 -period $clk_period [get_ports {clk}]

set non_clock_inputs [all_inputs -no_clocks]
set_input_delay [expr $clk_period * $clk_io_pct] -clock clk0 $non_clock_inputs
set_output_delay [expr $clk_period * $clk_io_pct] -clock clk0 [all_outputs]
==> flow_summary.toml <==
# generated from flow reports
[final_timing]
rsz0062_at_grt = "true"
setup_viol = 64
finalHoldViolCount = 0
layout_setup_ws_ps = -508
slew_headroom_pct = 33.5
finalMaxSlewViolations = 0
tightest_slew_ps = 995
hold_ws_ps = 3600

[yosys]
synth_seq_share_pct = 65.4
ys_ff = 1024
syn-cell-area_um2 = 47000
top_area_cell = "edfxtp_1"
syn-mean-instance-area_um2 = 20.6
ys_sh_adder_pct = 0
ys_types = 36
synthTopCellsByArea = "edfxtp_1 (65%), mux4_2 (23%), mux2i_1 (3.1%), o22ai_1 (1.1%), a22o_1 (0.95%)"
synthDominantCellAreaShare_pct = 65.4
yosysChipArea_um2 = 47000
mux_share_pct = 26.6
ys_cells = 2281
aoi_share_pct = 4.21
logic_family = "multiplexers"
yosysWarnings = 1
simple_gate_share_pct = 1.69
syn_inst = 2281
ys_sh_xor_pct = 0

[clocking]
cts_tree = "built"
cts_max_path_buffers = 3
clk_pin_slew_ps = 30
cts_root_buffer = "clkbuf_16"
numCtsBuffers = 115
htreeDepth = 3
cts_sinks = 1024

[final_layout]
final_common_cell = "inv_1"
areaGrowthSynthToFinish_pct = 29.5
lay_top_cells = "inv_1 (1,045), edfxtp_1 (1,024), mux4_2 (471)"
fin_util_pct = 65.3
top_regs = "register_file x1024"
nFillCells = 6070
final_layout_size_suffix_gt1_share_pct = 32.5
finalNonFillerCells = 4962
final_area_um2 = 60900
regMostFlops = "register_file"
largest_register_ff_count = 1024

[power]
seq_power_share_pct = 41.5
finalPower_mw = 16.7
power_frac_comb_pct = 8.2
p_sw_mw = 4.63
clkPwrFrac_pct = 50.3
power.internal_mw = 12.1
peakVddDrop_mv = 0.223
swShare_pct = 27.7
p_per_area_nw_per_um2 = 274
leakagePower_nw = 23.8

[die]
die_area_um2 = 95200
fp.dieH_um = 309
io_pins = 114
die_w_um = 309
rows = 112
fp-utilization_pct = 50.4
coreArea_um2 = 93200

[job]
maxCapViolations = 0
warning_count = 1031

[grt]
antenna_found_initial = 5
gr-usage-all-layers_pct = 36.7
grt_pass1_wl_um = 216000
grt_max_degree = 96
overflow = 0
grt_pass1_vias = 35300

[drt]
drt_wl_total_um = 150000
avgViaCountPerCell = 6.04
vias = 30000
drc = 0
postRouteAntennaNets = 0
first_pass_iters = 5
drt_iter0_markers = 1808
wl_per_cell_um = 30.2

[critical_path]
path_buffers = 2
slowest_stage = "mux4_2"
worst_path_largest_cell_delay_ps = 510
cp-start-kind = "register"
crit_required_ps = 5600
critical_path.top_delay_family = "multiplexers"
end_kind = "output pin"
arrival_ps = 6110
crit_fanout = 2
path_cells = "mux4_2 > mux4_2 > o22ai_2 > nor3_2 > buf_4 > buf_2"
path_class = "register to output pin"
cp_common_cell = "mux4_2"

[place]
placed_cells = 3727
placed_cell_area_um2 = 51900
port_buffers = 112
gp_congestion = 0.888
dp.final_hpwl_um = 87800

[outcome]
violations = "setup timing"
status = "finished with violations"

[hold_path]
worstHoldPathType = "input port to output pin"
## final cells by class
| type | count | area [um2] | share of cell area, % |
|---|---|---|---|
| Inverter | 1 | 3.75 | 0.00617 |
| Clock buffer | 117 | 2930 | 4.81 |
| Antenna cell | 2 | 5.00 | 0.00822 |
| Timing Repair Buffer | 355 | 3680 | 6.05 |
| Tap cell | 1254 | 1570 | 2.58 |
| Clock inverter | 1112 | 4830 | 7.93 |
| Sequential cell | 1024 | 30700 | 50.5 |
| Multi-Input combinational cell | 1097 | 17100 | 28.1 |
## timing repair
item                                    CTS  global route
setup buffers                            16             7
pin swaps                               115            30
hold buffers                              0             0
gates resized                           435            33
endpoints found under the setup margin   64            64
endpoints found under the hold margin     0             0
## cell usage after synthesis
cell type and number:
o22ai_1 83, a22oi_1 12, o21bai_1 2, a211oi_1 36, nand3b_1 7, nor4b_1 1, or2_2 2, nor3_1 55
nor2b_1 16, nand3_1 4, nand2b_1 6, mux4_2 471, mux2i_1 146, nor4_2 1, and4b_1 1, a21oi_1 6
o221ai_1 29, nor4_1 4, mux2_2 37, a22o_1 51, or3b_2 4, clkbuf_1 84, nor2_1 37, or3_1 2
buf_4 27, conb_1 1, edfxtp_1 1024, inv_1 2, a32o_1 3, buf_1 14, a2111oi_0 32, nand2_1 9
buf_6 14, and2_1 3, a221oi_1 5, buf_2 50
## final timing paths
check	from	end	slack [ps]	depth (start not counted)
max	register_file[29][18]	rdata1[18]	-510	6
min	raddr1[3]	rdata1[10]	3600	6
## cell families after synthesis
group	Yosys count
flip-flops	1024
AND-OR/OR-AND	259
other	1
multiplexers	654
buffers and inverters	191
AND/OR/NAND/NOR	152
## through the flow
step	TNS [ps]	worst slack [ps]
2_1_floorplan	-90160	-320
3_3_place_gp	-5950	-494
3_5_place_dp	-6140	-437
4_1_cts	-22430	-521
5_1_grt	-25080	-602
6_report	-19430	-508
## power groups by stage
| stage | Clock, mW | Combinational [mW] | Sequential, mW |
|---|---|---|---|
| CTS | 8.65 | 1.35 | 6.93 |
| global route | 9.33 | 1.44 | 6.93 |
| finish | 8.40 | 1.37 | 6.93 |
## routing by layer
metal | track usage (%) | share of wire, % | vias up
li1 | - | - | 12800
met1 | 41.4 | 30 | 14600
met2 | 48.5 | 46 | 2312
met3 | 34.1 | 20 | 322
met4 | 14.4 | 3.5 | 30
met5 | 7.48 | 0.59 | -
Power and IR drop assume default switching activity.
